**design/flow/run.sh**
```bash
#!/bin/bash
# OpenROAD 26Q1-2900-gdf79404cd8, Yosys 0.63+post, stock flow scripts
make -C /OpenROAD-flow-scripts/flow DESIGN_CONFIG=/design/flow/config.mk WORK_HOME=/design/flow/orfs finish
```
**design/flow/config.mk**
```make
export PLATFORM = sky130hd
export DESIGN_NAME = peripherals
export DESIGN_NICKNAME = peripherals
export VERILOG_FILES = /design/flow/design.v
export SDC_FILE = /design/flow/constraint.sdc
export NUM_CORES = 4
export LEC_CHECK = 1
export CORE_UTILIZATION = 50
```
**design/flow/constraint.sdc**
```tcl
current_design peripherals

set clk_period 2.2
set clk_io_pct 0.2

create_clock -name clk0 -period $clk_period [get_ports {raw_clk}]

set non_clock_inputs [all_inputs -no_clocks]
set_input_delay [expr $clk_period * $clk_io_pct] -clock clk0 $non_clock_inputs
set_output_delay [expr $clk_period * $clk_io_pct] -clock clk0 [all_outputs]
```
**design/flow/design.v**
```verilog
module peripherals
(
  input enable,
  input [7:0] address,
  input [15:0] data_in,
  output reg [15:0] data_out,
  input  write_enable,
  input  clk,
  input  raw_clk,
  output ioport_0,
  output ioport_1,
  output ioport_2,
  output ioport_3,
  input  button_0,
  input  reset,
  output spi_clk,
  output spi_mosi,
  input  spi_miso
);
reg [7:0]  buttons;
reg [7:0] ioport_a = 0;
assign ioport_0 = ioport_a[0];
reg [7:0] ioport_b = 0;  
assign ioport_1 = ioport_b[0];
assign ioport_2 = ioport_b[1];
assign ioport_3 = ioport_b[2];
wire [7:0] spi_rx_buffer;
reg  [7:0] spi_tx_buffer;
wire spi_busy;
reg spi_start;
always @(button_0) begin
  buttons = { 7'b0, ~button_0 };
end
always @(posedge raw_clk) begin
  if (write_enable) begin
    case (address[7:1])
      5'h1: spi_tx_buffer <= data_in;
      5'h3:
        begin
          if (data_in[1] == 1) spi_start <= 1;
        end
      5'h8: ioport_a <= data_in;
      5'ha: ioport_b <= data_in;
    endcase
  end else begin
    if (spi_start && spi_busy) spi_start <= 0;
    if (enable) begin
      case (address[7:1])
        5'h0: data_out <= buttons;
        5'h1: data_out <= spi_tx_buffer;
        5'h2: data_out <= spi_rx_buffer;
        5'h3: data_out <= { 6'b000000, 1'b0, spi_busy };
        5'h8: data_out <= ioport_a;
        5'ha: data_out <= ioport_b;
        default: data_out <= 0;
      endcase
    end
  end
end
spi spi_0
(
  .raw_clk  (raw_clk),
  .start    (spi_start),
  .data_tx  (spi_tx_buffer),
  .data_rx  (spi_rx_buffer),
  .busy     (spi_busy),
  .sclk     (spi_clk),
  .mosi     (spi_mosi),
  .miso     (spi_miso)
);
endmodule
module spi
(
  input  raw_clk,
  input  start,
  input  [7:0] data_tx,
  output [7:0] data_rx,
  output busy,
  output reg sclk,
  output reg mosi,
  input  miso
);
reg [1:0] state = 0;
reg [7:0] rx_buffer;
reg [7:0] tx_buffer;
reg [4:0] count;
assign data_rx = rx_buffer;
assign busy = state != STATE_IDLE;
parameter STATE_IDLE    = 0;
parameter STATE_CLOCK_0 = 1;
parameter STATE_CLOCK_1 = 2;
parameter STATE_LAST    = 3;
always @(posedge raw_clk) begin
  case (state)
    STATE_IDLE:
      begin
        if (start) begin
          tx_buffer <= data_tx;
          state <= STATE_CLOCK_0;
          count <= 0;
        end else begin
          mosi <= 0;
        end
      end
    STATE_CLOCK_0:
      begin
        sclk <= 0;
        if (count != 0) rx_buffer <= { rx_buffer[6:0], miso };
        tx_buffer <= tx_buffer << 1;
        mosi <= tx_buffer[7];
        count <= count + 1;
        state <= STATE_CLOCK_1;
      end
    STATE_CLOCK_1:
      begin
        sclk <= 1;
        if (count[3]) begin
          state <= STATE_LAST;
        end else begin
          state <= STATE_CLOCK_0;
        end
      end
    STATE_LAST:
      begin
        sclk <= 0;
        rx_buffer <= { rx_buffer[6:0], miso };
        state <= STATE_IDLE;
      end
  endcase
end
endmodule
```
==> results.json <==
{
  "p_sw_mw": 0.8106,
  "grt-ovfl-total": 0,
  "seqCellArea_um2": 1742,
  "clk_latency_ns": 0.32,
  "ff_type": "edfxtp_1",
  "yosysWarnings": 2,
  "antenna_found_initial": 0,
  "logic_area_um2": 609.3,
  "placed_cell_area_um2": 2899,
  "grt_pass1_wl_mm": 6.900,
  "synth.distinct_cells": 35,
  "stdcell_area_um2": 3102,
  "routabilityCongestion": 0.8059,
  "cts_resized": 0,
  "avgRoutedWirePerCell_um": 16.28,
  "comb_power_share_pct": 18.2,
  "endpoint_kind": "flip-flop",
  "ant_nets": 0,
  "ys_chip_area_um2": 2437,
  "drtIter0Drc": 42,
  "ios": 53,
  "clkPwrFrac_pct": 30.0,
  "required_ns": 2.23,
  "rsz0062_at_grt": "false",
  "peakVddDrop_mv": 0.7624,
  "syn_avg_cell_area_um2": 16.04,
  "synth_seq_share_pct": 71.46,
  "fin_crit_sh_pct": 95.64,
  "cts_buffers": 9,
  "cts.clk_slew.worst_paths_ns": 0.06,
  "tns_ns": 0,
  "die_w_um": 71.82,
  "setup_viol": 0,
  "edf_count": 58,
  "port-buffer-count": 33,
  "cts_hold_buffers": 0,
  "drive_gt1_share_pct": 20.95,
  "hold_slack_ns": 0.4557,
  "core_um2": 4692,
  "die_area_um2": 5158,
  "report.final.slew_viol_count": 0,
  "synthCells": 152,
  "layout_min_cycle_time_ns": 2.104,
  "critical_path_class": "in2reg",
  "max_slew_margin_pct": 55.44,
  "place_hpwl_mm": 3.072,
  "drc": 0,
  "first_pass_iters": 4,
  "power.internal_mw": 2.518,
  "power_switching_share_pct": 24.35,
  "layout_top_cell": "edfxtp_1",
  "antenna_cells": 0,
  "power.density_nw_per_um2": 1073,
  "hold_path.class": "reg2reg",
  "nFillCells": 331,
  "synth_flop_count": 58,
  "cap_violations": 0,
  "yosys_cells": 152,
  "async_flop_share_pct": 0,
  "p_seq_share_pct": 51.7,
  "worstMarginPinSlew_ns": 0.6671,
  "p_leak_nw": 1.098,
  "area.growth.synth_to_final_pct": 27.26,
  "grt_max_degree": 14,
  "warnings": 38,
  "cp-start-kind": "input port",
  "cp_max_fo": 6,
  "cts_tree": "done",
  "synth_area_um2": 2437,
  "fp_util_pct": 51.95,
  "hold_viol": 0,
  "worstPathArrival_ns": 2.13,
  "vias": 1370,
  "avgViaCountPerCell": 5.189,
  "cts_sinks": 58,
  "die_h_um": 71.82,
  "grt_pass1_vias": 1366,
  "fp-row-count": 25,
  "htreeDepth": 3,
  "outcome": "finished clean",
  "groute.usage.overall_pct": 19.58,
  "root_buffer": "clkbuf_8",
  "finalWirelength_mm": 4.297,
  "fmax_ghz": 0.4753,
  "post_cts_buffers": 0,
  "lay_top_cells": "58 x edfxtp_1, 33 x clkdlybuf4s50_1, 17 x buf_4",
  "cts_buffer_depth": 2,
  "finalClockSkew_ns": 0.004044
}
cells by family (layout without fill, tap and decap cells):
| family | Yosys count | count (layout) | share of synthesized area, % |
|---|---|---|---|
| flip-flops | 58 | 58 | 71.46 |
| AND/OR/NAND/NOR | 30 | 30 | 7.854 |
| AND-OR/OR-AND | 22 | 22 | 6.879 |
| buffers and inverters | 21 | 72 | 4.620 |
| multiplexers | 15 | 15 | 6.930 |
| XOR/XNOR | 3 | 3 | 1.078 |
| adder cells (fa/ha/maj) | 2 | 2 | 1.027 |
| other | 1 | 8 | 0.1539 |
metrics by stage:
stage                     power (mW)  util, %  std cells  setup slack (ns)
final                          3.329    66.11        264           0.09590
after global routing           3.506    66.11        264           0.03459
after CTS                      3.360    66.11        264            0.1153
after detailed placement       2.357    61.79        248           -0.2150
after global placement         2.325    61.79        248           -0.1959
after floorplan                2.101        -        159           0.04915
worst paths after layout:
path                           start            endpoint  slack [ns]  cells past startpoint
setup / recovery          address[3]         ioport_b[2]         0.1                      5
setup reg to reg      spi_0.state[1]  spi_0.tx_buffer[7]        0.55                      2
hold / removal    spi_0.rx_buffer[5]  spi_0.rx_buffer[6]        0.46                      0
hold reg to reg   spi_0.rx_buffer[5]  spi_0.rx_buffer[6]        0.46                      0
final cells by class:
class                           count  area share [%]
Multi-Input combinational cell     80           19.65
Clock buffer                       13           4.478
Timing Repair Buffer               50           14.76
Tap cell                           54           2.178
Sequential cell                    58           56.15
Inverter                            6          0.7261
Clock inverter                      3           2.057
state kept, by name, summed over array words and instances (netlist names):
signal,flops
data_out,8
ioport_a,8
ioport_b,8
spi_0.count,5
spi_0.mosi,1
spi_0.rx_buffer,8
spi_0.sclk,1
spi_0.state,2
spi_0.tx_buffer,8
spi_start,1
spi_tx_buffer,8
Yosys cell counts (3+ instances only):
cell	n	share of area, %
edfxtp_1	58	71
mux2_2	11	5.1
a22oi_1	8	2.5
buf_4	8	2.5
nor2_1	7	1.1
o2bb2ai_1	7	2.5
inv_1	6	0.92
and2_1	4	1.0
mux2_1	4	1.8
buf_2	3	0.62
nand2_1	3	0.46
nand3_1	3	0.62
power groups by stage:
stage	Sequential (mW)	Combinational, mW	Clock [mW]
4_1_cts	1.72	0.616	1.02
5_1_grt	1.76	0.678	1.07
6_report	1.72	0.607	1.00
critical path: stages:
cell,delay (ns)
clkdlybuf4s50_1,0.40
or4_4,0.58
or2_1,0.29
nor3_2,0.22
buf_4,0.20
per-layer routing:
metal	vias to the layer above	global-route usage [%]	share of wire, %
met2	43	26.62	46
met3	6	5.136	5.7
met4	0	3.704	1.4
met1	649	36.78	47
li1	672	-	-
met5	-	0	0
Power figures rest on the tool's default switching activity, not on a simulated workload.
